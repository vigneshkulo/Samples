File: run.sh
#!/bin/bash
# OpenROAD 26Q1-2900-gdf79404cd8, Yosys 0.63+post, stock flow scripts
make -C /OpenROAD-flow-scripts/flow DESIGN_CONFIG=/design/flow/config.mk WORK_HOME=/design/flow/orfs finish
File: constraint.sdc
current_design fsm_using_function

set clk_period 1.4
set clk_io_pct 0.2

create_clock -name clk0 -period $clk_period [get_ports {clock}]

set non_clock_inputs [all_inputs -no_clocks]
set_input_delay [expr $clk_period * $clk_io_pct] -clock clk0 $non_clock_inputs
set_output_delay [expr $clk_period * $clk_io_pct] -clock clk0 [all_outputs]
File: config.mk
export PLATFORM = sky130hd
export DESIGN_NAME = fsm_using_function
export DESIGN_NICKNAME = fsm_using_function
export VERILOG_FILES = /design/flow/design.v
export SDC_FILE = /design/flow/constraint.sdc
export NUM_CORES = 4
export LEC_CHECK = 1
export CORE_AREA = 10 10 70 70
export DIE_AREA = 0 0 80 80
File: design.v
module fsm_using_function (
clock      ,  
reset      ,  
req_0      ,  
req_1      ,  
gnt_0      ,  
gnt_1      
);
input   clock,reset,req_0,req_1;
output  gnt_0,gnt_1;
wire    clock,reset,req_0,req_1;
reg     gnt_0,gnt_1;
parameter SIZE = 3           ;
parameter IDLE  = 3'b001,GNT0 = 3'b010,GNT1 = 3'b100 ;
reg   [SIZE-1:0]          state        ; 
wire  [SIZE-1:0]          next_state   ; 
assign next_state = fsm_function(state, req_0, req_1);
function [SIZE-1:0] fsm_function;
  input  [SIZE-1:0]  state ;	
  input    req_0 ;
  input    req_1 ;
  case(state)
   IDLE : if (req_0 == 1'b1) begin
                fsm_function = GNT0;
              end else if (req_1 == 1'b1) begin
                fsm_function= GNT1;
              end else begin
                fsm_function = IDLE;
              end
   GNT0 : if (req_0 == 1'b1) begin
                fsm_function = GNT0;
              end else begin
                fsm_function = IDLE;
              end
   GNT1 : if (req_1 == 1'b1) begin
                fsm_function = GNT1;
          end else begin
                fsm_function = IDLE;
              end
   default : fsm_function = IDLE;
  endcase
endfunction
always @ (posedge clock)
begin : FSM_SEQ
  if (reset == 1'b1) begin
    state <= #1 IDLE;
  end else begin
    state <= #1 next_state;
  end
end
always @ (posedge clock)
begin : OUTPUT_LOGIC
if (reset == 1'b1) begin
  gnt_0 <= #1 1'b0;
  gnt_1 <= #1 1'b0;
end
else begin
  case(state)
    IDLE : begin
                  gnt_0 <= #1 1'b0;
                  gnt_1 <= #1 1'b0;
               end
   GNT0 : begin
                   gnt_0 <= #1 1'b1;
                   gnt_1 <= #1 1'b0;
                end
   GNT1 : begin
                   gnt_0 <= #1 1'b0;
                   gnt_1 <= #1 1'b1;
                end
   default : begin
                    gnt_0 <= #1 1'b0;
                    gnt_1 <= #1 1'b0;
                  end
  endcase
end
end  
endmodule  
==> results.toml <==
# physical design summary
[outcome]
status = "finished clean"

[global_routing]
grt_pass1_vias = 115
overflow = 0
grt_max_degree = 6
grt_use_total_pct = 0.928
antenna_found_initial = 0
grt_pass1_wl_um = 476

[placement]
post-place-ws_ns = 0.209
dp_cells = 67
dp_hpwl_um = 258
gp_congestion = 0.606
io_buffers = 5
place_area_um2 = 284

[clocking]
clockRootBuffer = "clkbuf_4"
clock-sinks = 5
clock_path_buffers = 2
clk_latency_ns = 0.23
numCtsBuffers = 3
cts_resized = 0
cts_tree = "yes"
holdBufCountCts = 0
clkSlewWorstSetupHoldPaths_ns = 0.04
cts_setup_buffers = 0
h-tree-depth = 1

[critical_path]
critPathBufInv = 1
worst-setup-path-type = "reg2out"
crit_path_max_incr_delay_ns = 0.45
slowest_stage = "clkdlybuf4s50_1"
start_kind = "flip-flop"
critical_path.max_fanout = 1
crit_family = "buffers and inverters"
path_cells = "clkdlybuf4s50_1"
cp.required_ns = 1.12
cp-end-kind = "output pin"
cp.arrival_ns = 0.98

[run]
cap_violations = 0
warning_count = 25

[logic_synthesis]
synth_cell_type_count = 10
synth_flops = 5
yosys_area_um2 = 176
syn_inst = 16
ys_cells = 16
ys_seq_share_pct = 56.7
syn_area_um2 = 176
yosysTopAreaCell = "dfxtp_1"
area_leaders = "dfxtp_1 57%, a2bb2oi_2 8.5%, nand2b_4 7.8%, nor2_1 6.4%, and2b_1 4.3%"
yosysWarnings = 1
synth_area_per_cell_um2 = 11.0
synth_top_area_share_pct = 56.7

[drt]
drc_errors = 0
vias = 138
drtAntennaViolNets = 0
drt_pass1_iterations = 2
antennaDiodeCount = 0
routed_wl_um = 314
wire_per_inst_um = 4.42
viasPerCell = 1.94
drt_iter0_markers = 2

[floorplanning]
die_area_um2 = 6400
ios = 6
fp_util_pct = 5.16
chipHeight_um = 80
fp.dieW_um = 80
fp.coreArea_um2 = 3420
rows = 21

[power]
p_per_area_nw_per_um2 = 1110
peakVddDrop_mv = 0.128
p_leak_nw = 0.108

[hold_path]
min_path_type = "reg2reg"

[final_timing]
rsz0062_at_grt = "false"
fin_ws_ns = 0.138
finalSetupTns_ns = 0
fmax_ghz = 0.793
post-route-period-util_pct = 90.1
slew_headroom_pct = 89.7
finalClockSkew_ns = 0.000597
hold_violations = 0
slew_violations = 0
hold_ws_ns = 0.472
period_needed_ns = 1.26
worstMarginPinSlew_ns = 0.153
setup_viol = 0

[final_layout]
most-common-layout-cells = "5 x dfxtp_1, 5 x clkdlybuf4s50_1, 3 x nor2_1, 3 x clkbuf_4"
finalNonFillerCells = 71
area_growth_pct = 75.9
final_area_um2 = 310
post_route_cells_drive_above_1_share_pct = 20.0
==> through the flow <==
step	util (%)	power [mW]
2_1_floorplan	-	0.170
3_3_place_gp	8.32	0.187
3_5_place_dp	8.32	0.188
4_1_cts	9.08	0.354
5_1_grt	9.08	0.365
6_report	9.08	0.344
==> report_power, final <==
| group | switching, mW | total (mW) | internal [mW] |
|---|---|---|---|
| Sequential | 0.00331 | 0.154 | 0.151 |
| Combinational | 0.0101 | 0.0310 | 0.0208 |
| Clock | 0.0516 | 0.159 | 0.107 |
==> synth_stat cells <==
| cell type | instances |
|---|---|
| a21oi_1 | 1 |
| a2bb2oi_2 | 1 |
| and2b_1 | 1 |
| dfxtp_1 | 5 |
| inv_1 | 1 |
| nand2b_1 | 1 |
| nand2b_4 | 1 |
| nor2_1 | 3 |
| nor2b_1 | 1 |
| nor3b_1 | 1 |
==> registers in the layout, summed over array words and instances, names as in the netlist <==
register,cells
state,3
gnt_0,1
gnt_1,1
==> path summary, 6_finish.rpt <==
check | slack, ns | start | cells after the start | endpoint
setup reg to reg | 0.71 | state[2]$_DFF_P_ | 2 | state[0]$_DFF_P_
hold / removal | 0.47 | state[1]$_DFF_P_ | 2 | gnt_1$_SDFF_PP0_
hold reg to reg | 0.47 | state[1]$_DFF_P_ | 2 | gnt_1$_SDFF_PP0_
setup / recovery | 0.14 | gnt_1$_SDFF_PP0_ | 1 | gnt_1
==> kinds of logic after synthesis <==
kind of cell | share of synthesized area, %
AND-OR/OR-AND | 11.3
buffers and inverters | 2.13
flip-flops | 56.7
AND/OR/NAND/NOR | 29.8
==> routing by layer <==
| layer | wire [um] | GRT usage [%] |
|---|---|---|
| met5 | 0 | 0 |
| met2 | 112 | 1.04 |
| met1 | 159 | 1.07 |
| met4 | 0 | 0.704 |
| met3 | 42 | 0.795 |
==> area by class of cell <==
type	instances	area [um^2]
flip-flops and latches	5	100
inverters	1	3.75
multi-input cells	10	72.6
repair buffers	5	50.0
well taps	46	57.6
clock buffers	4	26.3
fillers	408	3110
Power figures rest on the tool's default switching activity, not on a simulated workload.
